**flow/constraint.sdc**
```tcl
current_design time_counter_with_display

set clk_period 5.5
set clk_io_pct 0.2

create_clock -name clk0 -period $clk_period [get_ports {clk}]

set non_clock_inputs [all_inputs -no_clocks]
set_input_delay [expr $clk_period * $clk_io_pct] -clock clk0 $non_clock_inputs
set_output_delay [expr $clk_period * $clk_io_pct] -clock clk0 [all_outputs]
```
**flow/config.mk**
```make
export PLATFORM = sky130hd
export DESIGN_NAME = time_counter_with_display
export DESIGN_NICKNAME = time_counter_with_display
export VERILOG_FILES = /design/flow/design.v
export SDC_FILE = /design/flow/constraint.sdc
export NUM_CORES = 4
export LEC_CHECK = 1
export CORE_UTILIZATION = 50
```
**flow/design.v**
```verilog
module time_counter_with_display(
    input clk,        
    input rst,         
    input switch0,    
    input switch1,    
    input switch2,      
    output wire [6:0] seg1, 
    output wire [6:0] seg2, 
    output wire [6:0] seg3, 
    output wire [6:0] seg4, 
    output reg [2:0] state,
    output reg led     
);
    parameter S0 = 3'b000;   
    parameter S1 = 3'b001;   
    parameter S2 = 3'b010;   
    parameter S3 = 3'b011;   
    reg [25:0] clk_divider;  
    reg clk_1hz;             
    reg [5:0] second_count;  
    reg [5:0] minute_count;  
    reg [3:0] sec_unit_count;   
    reg [3:0] sec_tens_count;   
    reg [3:0] min_unit_count;   
    reg [3:0] min_tens_count;   
    wire [2:0] in;
    assign in = {switch2, switch1, switch0};
    always @(posedge clk or negedge rst) begin
        if (!rst) begin
            clk_divider <= 0;
            clk_1hz <= 0;
        end else if (clk_divider == 50000000 / 2 - 1) begin
            clk_divider <= 0;
            clk_1hz <= ~clk_1hz;
        end else begin
            clk_divider <= clk_divider + 1;
        end
    end
    always @(posedge clk_1hz or negedge rst) begin
        if (!rst) begin
            state <= S0;
            second_count <= 0;
            minute_count <= 0;
            sec_unit_count <= 0;
            sec_tens_count <= 0;
            min_unit_count <= 0;
            min_tens_count <= 0;
        end else begin
            case(state)
                S0: begin   
                    if(in == 3'b001)
                        state <= S1;
                end
                S1: begin   
                    if(in == 3'b010)
                        state <= S2;
                    else if(in == 3'b011)
                        state <= S3;
                    else begin   
                        if (second_count == 59) begin
                            second_count <= 0;
                            if (minute_count == 59) begin
                                minute_count <= 0;
                                min_unit_count <= 0;
                                min_tens_count <= 0;
                            end else begin
                                minute_count <= minute_count + 1;
                                if (min_unit_count == 9) begin
                                    min_unit_count <= 0;
                                    if (min_tens_count == 5)
                                        min_tens_count <= 0;
                                    else
                                        min_tens_count <= min_tens_count + 1;
                                end else
                                    min_unit_count <= min_unit_count + 1;
                            end
                        end else begin
                            second_count <= second_count + 1;
                            if (sec_unit_count == 9) begin
                                sec_unit_count <= 0;
                                if (sec_tens_count == 5)
                                    sec_tens_count <= 0;
                                else
                                    sec_tens_count <= sec_tens_count + 1;
                            end else
                                sec_unit_count <= sec_unit_count + 1;
                        end
                    end
                end
                S2: begin   
                    if(in == 3'b001)
                        state <= S1;
                end
                S3: begin   
                    second_count <= 0;
                    minute_count <= 0;
                    sec_unit_count <= 0;
                    sec_tens_count <= 0;
                    min_unit_count <= 0;
                    min_tens_count <= 0;
                    if(in == 3'b001)
                        state <= S1;
                end
                default: state <= S0;
            endcase
        end
    end
    always @(posedge clk_1hz or negedge rst) begin
        if (!rst)
            led <= 0;
        else
            led <= ~led;
    end
    time_display display_all (
        .digit1(sec_unit_count), 
        .digit2(sec_tens_count),  
        .digit3(min_unit_count), 
        .digit4(min_tens_count), 
        .seg1(seg1),
        .seg2(seg2),
        .seg3(seg3),
        .seg4(seg4)
    );
endmodule
module time_display(
    input [3:0] digit1,          
    input [3:0] digit2,          
    input [3:0] digit3,          
    input [3:0] digit4,          
    output reg [6:0] seg1,       
    output reg [6:0] seg2,       
    output reg [6:0] seg3,       
    output reg [6:0] seg4        
);
    always @(*) begin
        case (digit1)
            4'd0: seg1 = 7'b0111111;
            4'd1: seg1 = 7'b0000110;
            4'd2: seg1 = 7'b1011011;
            4'd3: seg1 = 7'b1001111;
            4'd4: seg1 = 7'b1100110;
            4'd5: seg1 = 7'b1101101;
            4'd6: seg1 = 7'b1111101;
            4'd7: seg1 = 7'b0000111;
            4'd8: seg1 = 7'b1111111;
            4'd9: seg1 = 7'b1101111;
            default: seg1 = 7'b0000000;
        endcase
        case (digit2)
            4'd0: seg2 = 7'b0111111;
            4'd1: seg2 = 7'b0000110;
            4'd2: seg2 = 7'b1011011;
            4'd3: seg2 = 7'b1001111;
            4'd4: seg2 = 7'b1100110;
            4'd5: seg2 = 7'b1101101;
            4'd6: seg2 = 7'b1111101;
            4'd7: seg2 = 7'b0000111;
            4'd8: seg2 = 7'b1111111;
            4'd9: seg2 = 7'b1101111;
            default: seg2 = 7'b0000000;
        endcase
        case (digit3)
            4'd0: seg3 = 7'b0111111;
            4'd1: seg3 = 7'b0000110;
            4'd2: seg3 = 7'b1011011;
            4'd3: seg3 = 7'b1001111;
            4'd4: seg3 = 7'b1100110;
            4'd5: seg3 = 7'b1101101;
            4'd6: seg3 = 7'b1111101;
            4'd7: seg3 = 7'b0000111;
            4'd8: seg3 = 7'b1111111;
            4'd9: seg3 = 7'b1101111;
            default: seg3 = 7'b0000000;
        endcase
        case (digit4)
            4'd0: seg4 = 7'b0111111;
            4'd1: seg4 = 7'b0000110;
            4'd2: seg4 = 7'b1011011;
            4'd3: seg4 = 7'b1001111;
            4'd4: seg4 = 7'b1100110;
            4'd5: seg4 = 7'b1101101;
            4'd6: seg4 = 7'b1111101;
            4'd7: seg4 = 7'b0000111;
            4'd8: seg4 = 7'b1111111;
            4'd9: seg4 = 7'b1101111;
            default: seg4 = 7'b0000000;
        endcase
    end
endmodule
```
**flow/run.sh**
```bash
#!/bin/bash
# OpenROAD 26Q1-2900-gdf79404cd8, Yosys 0.63+post, stock flow scripts
make -C /OpenROAD-flow-scripts/flow DESIGN_CONFIG=/design/flow/config.mk WORK_HOME=/design/flow/orfs finish
```
==> run summary <==
status: complete, no violations
drt total wl: 7.36 mm
vias per cell: 5.57
Total GRT Usage: 19.7%
Area leader share: 37.4%
port bufs: 35
Synth async-reset ratio: 100%
DP HPWL: 5.44 mm
Pre-Place Util: 52.7%
core area: 7370 sq um
top cells by count, synth: dfrtp_1, o21ai_0, ha_1
CTS tree: built
vias in the first global route: 2910
RSZ-0062 raised after global routing: false
Final Instance Area: 4330 sq um
vias after detailed routing: 3068
Switching Fraction: 21.7%
Cells after Synth: 428
post-route ant nets: 0
critical path type: register to register
initial detailed-routing violation count: 114
CTS Buf Count: 3
synthesized area per cell: 9.08 sq um
Yosys top cell by area: dfrtp_1
Area growth, synth to finish: 11.3%
Dominant Register Cell: dfrtp_1
nature of the critical path endpoint: register
Final Hold Fails: 0
tool warnings: 54
I/O pin count: 37
Max stage delay on crit path: 0.84 ns
period utilization: 38.7%
Post-CTS Hold Buffers: 0
Setup Fix Bufs, Post-CTS: 0
PD cells: 74.8 nW/um^2
Die H: 90.1 microns
first-pass GRT wire length: 13.3 mm
Placed Area: 4280 sq um
register pins left without a clock: 31
Layout Utilization: 58.7%
Pins Over Slew Limit: 0
critical path depth: 4
Synth Cell Area: 3880 sq um
switching power: 0.0703 mW
delay-heaviest family, CP: simple AND/OR/NAND/NOR gates
Final WS setup: 3.37 ns
crit path launch type: register
die width: 90.1 microns
P_int: 0.253 mW
Seq/Total Area, Yosys: 37.4%
Worst-path clk slew: 0.09 ns
Max Cap Violations: 0
Flops after synth: 58
Sequential Power Share: 61.2%
hold depth: 1
Top area cell types: dfrtp_1, ha_1, o21ai_0
CP arrival: 2.24 ns
CP bufs+invs: 0
most common cell in the netlist: dfrtp_1
GRT overflow: 0
clock network power share: 34.1%
# DRC: 0
yosys stat cell total: 428
flip-flops with a built-in enable: 0
CP Cell Sequence: and4_1 > nand2_8 > nor4_4 > xor2_1
endpoints left unconstrained: 62
# setup viols final: 0
Final Wtd Congestion: 0.894
worst path required time: 5.61 ns
reg2reg path depth: 4
Leak: 1.86 nW
Worst Hold Class: register to register
Late-Pin Clk Latency: 0.27 ns
# diodes: 0
library cells used by synthesis: 56
Combinational Power Share: 4.7%
dpl ws: 3.37 ns
worst slew pin tran: 0.910 ns
post-cts gate resize count: 0
Max Clk Rate: 0.469 GHz
worst-path maximum fanout: 16
antenna violations before repair: 0
FILL cells: 655
maximum clock insertion buffer count: 2
Chip Area, Yosys: 3880 sq um
share of layout cells above drive strength 1: 4.65%
min Tclk post-route: 2.13 ns
Max rail drop VDD: 0.144 mV
CTS root buffer: clkbuf_8
synth warn: 2
chip area: 8130 sq um
relative slew slack: 38.9%
largest net degree at the start of global routing: 39
drt pass-1 iters: 4
Final TNS setup: 0 ns
WL/cell: 13.4 microns
CTS H-tree depth: 1
std cell rows: 31
Layout Skew: 0.00266 ns
slowest cell on the critical path: nor4_4
[per-stage QoR]
stage | hold slack, ns | total power, mW | std cells
2_1_floorplan | 0.441 | 0.206 | 428
3_3_place_gp | 0.456 | 0.218 | 547
3_5_place_dp | 0.460 | 0.218 | 547
4_1_cts | 0.475 | 0.331 | 551
5_1_grt | 0.496 | 0.338 | 551
6_report | 0.468 | 0.324 | 551
[cell type report]
cell class / count / area, sq um / share of cell area, %
Sequential cell: 58 / 1450 / 33.6
Tap cell: 99 / 124 / 2.86
Clock inverter: 1 / 7.51 / 0.174
Timing Repair Buffer: 38 / 368 / 8.50
Multi-Input combinational cell: 325 / 2230 / 51.6
Clock buffer: 3 / 41.3 / 0.955
Inverter: 27 / 101 / 2.34
[state kept, by name (all words and copies together), names as in the netlist]
signal	count
minute_count	6
min_unit_count	4
state	2
sec_unit_count	4
second_count	6
sec_tens_count	4
led	1
min_tens_count	4
clk_1hz	1
clk_divider	26
[layout by cell type, fill, tap and decap left out, drive strengths merged, types with 5 or more instances in the layout]
| cell | synthesis | layout |
|---|---|---|
| o21ai | 39 | 39 |
| o31ai | 14 | 14 |
| nand2b | 6 | 6 |
| dfrtp | 58 | 58 |
| xnor2 | 9 | 9 |
| a21oi | 28 | 28 |
| inv | 27 | 27 |
| nand4 | 16 | 16 |
| a22o | 6 | 6 |
| nor2 | 25 | 25 |
| o22ai | 7 | 7 |
| ha | 35 | 35 |
| nand3 | 20 | 20 |
| clkdlybuf4s50 | 0 | 34 |
| nand2 | 35 | 35 |
| nor4 | 6 | 6 |
| a211oi | 9 | 9 |
| and3 | 5 | 5 |
| xor2 | 8 | 8 |
| or4 | 5 | 5 |
| nor3 | 5 | 5 |
| and2 | 5 | 5 |
[power groups by stage]
stage         combinational, mW  sequential (mW)  clock (mW)
CTS                      0.0160            0.198       0.117
global route             0.0181            0.198       0.121
finish                   0.0151            0.198       0.110
[per-layer routing]
metal,vias up,track usage (%),share of wire [%]
li1,1598,-,-
met1,1421,32.1,53
met2,47,31.6,45
met3,2,1.37,1.9
met4,0,1.48,0.38
met5,-,0,0
[logic make-up after synthesis]
family | synth area share [%]
AND-OR/OR-AND | 19.2
buffers and inverters | 5.18
adder cells (fa/ha/maj) | 11.3
AND/OR/NAND/NOR | 21.8
other | 0.0965
flip-flops | 37.4
XOR/XNOR | 3.83
multiplexers | 1.32
[worst register-to-register path: cells and delay by family (launching register included)]
kind             cells  cell delay (ns)
AND/OR/NAND/NOR      3             1.40
flip-flops           1             0.44
XOR/XNOR             1             0.13
[path summary, 6_finish.rpt]
| path | start | endpoint | slack, ns |
|---|---|---|---|
| hold / removal | clk_1hz | clk_1hz | 0.47 |
| setup / recovery | clk_divider[2] | clk_1hz | 3.37 |
| min in group asynchronous | rst | clk_divider[11] | 1.30 |
| hold reg to reg | clk_1hz | clk_1hz | 0.47 |
| setup reg to reg | clk_divider[2] | clk_1hz | 3.37 |
| max in group asynchronous | rst | clk_divider[16] | 3.86 |
Power and IR drop assume default switching activity.
